`/design/flow/design.v`:
```
module AND_gate(A, B, Out);  
  input logic [31:0] A;
  input logic [31:0] B;
  output logic [31:0] Out;
  assign Out = (A & B);
endmodule
module OR_gate(A, B, Out);  
  input logic [31:0] A;
  input logic [31:0] B;
  output logic [31:0] Out;
  assign Out = (A | B);
endmodule
module XOR_gate(A, B, Out);  
  input logic [31:0] A;
  input logic [31:0] B;
  output logic [31:0] Out;
  assign Out = (A ^ B);
endmodule
module NOT_gate(A, Out);  
  input logic [31:0] A;
  output logic [31:0] Out;
  assign Out = ~A;
endmodule
module NAND_gate(A, B, Out);  
  input logic [31:0] A;
  input logic [31:0] B;
  output logic [31:0] Out;
  assign Out = ~(A & B);
endmodule
module NOR_gate(A, B, Out);  
  input logic [31:0] A;
  input logic [31:0] B;
  output logic [31:0] Out;
  assign Out = ~(A | B);
endmodule
module XNOR_gate(A, B, Out);  
  input logic [31:0] A;
  input logic [31:0] B;
  output logic [31:0] Out;
  assign Out = ~(A ^ B);
endmodule
module ADD_er(A, B, SUM, Cout);  
  input logic [31:0] A;
  input logic [31:0] B;
  output logic Cout;
  output logic [31:0] SUM;
  logic [32:0] SUM_local;
  always @(*) begin
    SUM_local = A + B;
  end
  assign SUM = SUM_local[31:0];  
  assign Cout = SUM_local[32];   
endmodule
module SUB_er(A, B, Out);  
  input logic [31:0] A;
  input logic [31:0] B;
  output logic [31:0] Out;
  logic [31:0] SUB_local;
  always @(*) begin
    SUB_local = A - B;
  end
  assign Out = SUB_local[31:0];
endmodule
module MUL_er(A, B, Out);  
  input logic [31:0] A;
  input logic [31:0] B;
  output logic [31:0] Out;
  logic [31:0] MUL_local;
  always @(*) begin
    MUL_local = A * B;
  end
  assign Out = MUL_local[31:0];
endmodule
module DIV_er(A, B, Out, Remainder);  
  input logic [31:0] A;
  input logic [31:0] B;
  output logic [31:0] Out;
  output logic [31:0] Remainder;
  logic [31:0] DIV_local;
  logic [31:0] REMAIN_local;
  always @(*) begin
    DIV_local = A / B;
    REMAIN_local = A % B;
  end
  assign Out = DIV_local[31:0];
  assign Remainder = REMAIN_local[31:0];
endmodule
module SHL_Logic(A, Out);  
  input logic [31:0] A;
  output logic [31:0] Out;
  logic [31:0] SHL_local;
  always @(*) begin
    SHL_local = (A << 1);
  end
  assign Out = SHL_local[31:0];
endmodule
module SHR_Logic(A, Out);  
  input logic [31:0] A;
  output logic [31:0] Out;
  logic [31:0] SHR_local;
  always @(*) begin
    SHR_local = (A >> 1);
  end
  assign Out = SHR_local[31:0];
endmodule
module DFF(input logic clk, input logic inputA, output logic Out);  
  always @(posedge clk) begin
    Out = inputA;
  end
endmodule
module DFF_register(input logic clk, input logic reset, input logic [31:0] inputA, output logic [31:0] Out);  
  logic [31:0] rst;
  always @(posedge clk) begin
    if (reset == 1) begin
      rst = 0;
    end else begin
      rst = inputA;
    end
  end
  assign Out = rst;
endmodule
module ERROR_Check(input logic clk, input logic rst, input logic add_of, output logic LED);  
  wire Overflow_ERR;
  assign Overflow_ERR = add_of;
  wire ERROR_wire;
  logic ERROR_value;
  DFF ERROR_CHECKER(clk, Overflow_ERR, ERROR_wire);
  always @(*) begin
    ERROR_value = ERROR_wire;
    if (rst == 0) begin
      ERROR_value = 0;
    end
  end
  assign LED = ERROR_wire;
endmodule
module MUX(input logic [31:0] channels [15:0], input logic [3:0] select, output logic [31:0] Out);  
  assign Out = channels[select];
endmodule
module breadboard(input logic clk, input logic reset, input logic [31:0] A, input logic [31:0] B, input logic [3:0] opcode, output logic [31:0] C, output logic ERR_out);  
  logic [31:0] curA;
  logic [31:0] curB;
  logic [31:0] curC;
  logic curERROR;
  logic [31:0] nextA;
  logic [31:0] nextB;
  logic [31:0] nextC;
  logic nextERROR;
  logic [31:0] zeros_wire = 32'b0;
  logic [31:0] ADD_out_wire;
  logic carry_error_wire;
  logic [31:0] SUB_out_wire;
  logic [31:0] MUL_out_wire;
  logic [31:0] DIV_out_wire;
  logic [31:0] remainder_wire;
  logic [31:0] AND_out_wire;
  logic [31:0] OR_out_wire;
  logic [31:0] XOR_out_wire;
  logic [31:0] NOT_out_wire;
  logic [31:0] NAND_out_wire;
  logic [31:0] NOR_out_wire;
  logic [31:0] XNOR_out_wire;
  logic [31:0] SHL_out_wire;
  logic [31:0] SHR_out_wire;
  logic [31:0] MUX_channels [15:0];
  assign MUX_channels[0] = curC;
  assign MUX_channels[1] = ADD_out_wire;
  assign MUX_channels[2] = SUB_out_wire;
  assign MUX_channels[3] = MUL_out_wire;
  assign MUX_channels[4] = DIV_out_wire;
  assign MUX_channels[5] = remainder_wire;
  assign MUX_channels[6] = AND_out_wire;
  assign MUX_channels[7] = OR_out_wire;
  assign MUX_channels[8] = XOR_out_wire;
  assign MUX_channels[9] = NOT_out_wire;
  assign MUX_channels[10] = NAND_out_wire;
  assign MUX_channels[11] = NOR_out_wire;
  assign MUX_channels[12] = XNOR_out_wire;
  assign MUX_channels[13] = SHL_out_wire;
  assign MUX_channels[14] = SHR_out_wire;
  assign MUX_channels[15] = zeros_wire;
  logic [31:0] MUX_out_wire;
  logic ERROR_result;
  ADD_er ADD1(A, B, ADD_out_wire, carry_error_wire);
  SUB_er SUB1(A, B, SUB_out_wire);
  MUL_er MUL1(A, B, MUL_out_wire);
  DIV_er DIV1(A, B, DIV_out_wire, remainder_wire);
  AND_gate AND1(A, B, AND_out_wire);
  OR_gate OR1(A, B, OR_out_wire);
  XOR_gate XOR1(A, B, XOR_out_wire);
  NOT_gate NOT1(B, NOT_out_wire);   
  NAND_gate NAND1(A, B, NAND_out_wire);
  NOR_gate NOR1(A, B, NOR_out_wire);
  XNOR_gate XNOR1(A, B, XNOR_out_wire);
  SHL_Logic SHL1(A, SHL_out_wire);
  SHR_Logic SHR1(A, SHR_out_wire);
  MUX MUX1(MUX_channels, opcode, MUX_out_wire);
  DFF_register DFF_ACC(clk, reset, MUX_out_wire, curC);
  ERROR_Check ERR1(clk, reset, carry_error_wire, ERROR_result);
  always @(*) begin
    nextA = A;
    nextB = B;
    nextC = MUX_out_wire;
    nextERROR = carry_error_wire;
  end
  assign C = curC;
  assign ERR_out = ERROR_result;
endmodule
```
`/design/flow/run.sh`:
```
#!/bin/bash
# OpenROAD 26Q1-2900-gdf79404cd8, Yosys 0.63+post, stock flow scripts
make -C /OpenROAD-flow-scripts/flow DESIGN_CONFIG=/design/flow/config.mk WORK_HOME=/design/flow/orfs finish
```
`/design/flow/config.mk`:
```
export PLATFORM = sky130hd
export DESIGN_NAME = breadboard
export DESIGN_NICKNAME = breadboard
export VERILOG_FILES = /design/flow/design.v
export SDC_FILE = /design/flow/constraint.sdc
export NUM_CORES = 4
export LEC_CHECK = 1
export CORE_UTILIZATION = 50
export SYNTH_HDL_FRONTEND = slang
```
`/design/flow/constraint.sdc`:
```
current_design breadboard

set clk_period 250.4
set clk_io_pct 0.2

create_clock -name clk0 -period $clk_period [get_ports {clk}]

set non_clock_inputs [all_inputs -no_clocks]
set_input_delay [expr $clk_period * $clk_io_pct] -clock clk0 $non_clock_inputs
set_output_delay [expr $clk_period * $clk_io_pct] -clock clk0 [all_outputs]
```
==> flow_summary_export.csv <==
group,metric,value,unit
clock_tree,cts-htree-levels,2,
pwr,intPower,280,uW
setup_path,ff2ff_setup_slack,248.29,ns
setup_path,arrival,136.52,ns
floorplan,die_area,0.109,mm2
synth,synth.distinct_cells,115,
place,dp.cells,8970,
layout,drive_gt1_share,5.64,%
synth,yosys_cells,7639,
floorplan,rows,119,
pwr,switching_share,61.6,%
synth,ff_type,"dfxtp_1",
synth,synthCells,7639,
place,io_buffers,102,
clock_tree,clock_tree.root_cell,"clkbuf_16",
setup_path,critPathLaunchType,"primary input",
clock_tree,cts_hold_buf,0,
setup_path,critical_path_required,250.57,ns
synth,mappedNetlistArea,0.0538,mm2
status,outcome,"finished, final reports clean",
synth,ys_seq_share,1.23,%
pwr,netSwitchingPower,449,uW
setup_path,worstRegToRegCells,7,
pwr,leakage,0.0268,uW
timing,tightest_slew,1.48,ns
timing,slew_headroom,0.278,%
layout,areaGrowthSynthToFinish,5.86,%
timing,skew,0,ns
floorplan,die_w,330,um
setup_path,path_class,"in -> reg",
clock_tree,clock-sinks,33,
clock_tree,cts-resized-gates,0,
pwr,irDropWorstVdd,0.0853,mV
pwr,power.share.clock,1.1,%
clock_tree,post_cts_buffers,0,
floorplan,core,0.106,mm2
pwr,pwr-share-seq,1.3,%
clock_tree,numCtsBuffers,5,
floorplan,num_io_pins,103,
setup_path,endpoint_kind,"flip-flop",
synth,ys_warn_count,0,
route,drt-pass1-iter-count,10,
timing,period_used_share,54.5,%
synth,synth_flops,33,
route,drcViolationCount,0,
synth,edf_count,0,
place,place.gp.congestion,1.13,
setup_path,cp_max_fo,34,
clock_tree,cts_tree,"done",
synth,ys_chip_area,0.0538,mm2
route,vias_per_cell,6.65,
synth,synthArstFlopShare,0,%
route,final_antenna_net_count,0,
timing,setup_violations,0,
layout,num-fill-cells,10300,
global_route,first_global_vias,55100,
global_route,gr-total-overflow,0,
synth,avgSynthCellArea,7.04,um2
setup_path,path_common_cell,"ha_1",
route,drt_wl_total,257000,um
job,drv_cap,0,
setup_path,slowest_delay,0.89,ns
setup_path,crit_start,"B[5]",
pwr,pwr-share-comb,97.6,%
global_route,grt_use_total,47.9,%
clock_tree,cts_max_path_buffers,2,
synth,top_area_share,17.4,%
timing,finalCriticalPeriod,136.34,ns
synth,synthTopCellsByArea,"ha_1 17%, fa_1 15%, nand2_1 7.1%, a21oi_1 5.6%, nor2_1 5.2%",
worst_hold_path,whs_path_depth,2,
synth,post-synth-top-area-cell,"ha_1",
clock_tree,clk_pin_slew,0.07,ns
worst_hold_path,holdCritPathClass,"reg -> reg",
floorplan,initial_core_util,50.7,%
clock_tree,worstSkewPairLatency,0.30,ns
timing,finalHoldViolCount,0,
job,warning_count,96,
timing,rsz0062_at_grt,"no",
timing,tns,0,ns
global_route,antenna_found_initial,20,
place,hpwl,200000,um
floorplan,die_h,330,um
setup_path,cpMaxStageDelayCell,"nor3_1",
global_route,grt_pass1_wl,371000,um
route,dr_total_vias,59800,
timing,max_freq,7.33,MHz
pwr,pwr_density_cell,12.8,mW/mm2
timing,slew_violations,0,
layout,fin_cells,8988,
route,drt_iter0_markers,7055,
route,wire_per_inst,28.6,um
global_route,grt_max_degree,121,
## stage by stage
step	hold WS [ns]	instance area, um2	setup slack [ns]	total power [uW]	utilization [%]
floorplan	0.400	53800	130.69	464	-
global placement	0.438	56700	117.24	692	53.5
detailed placement	0.436	56700	116.81	694	53.5
CTS	0.447	56900	116.79	708	53.7
global route	0.478	56900	110.19	781	53.7
finish	0.443	56900	114.06	728	53.7
## worst max-delay path, delay by kind of cell
family	cells	cell delay, ns
adder cells (fa/ha/maj)	31	10.71
buffers and inverters	22	5.62
multiplexers	4	1.52
AND/OR/NAND/NOR	81	21.53
AND-OR/OR-AND	144	46.73
## layer usage
metal	routed length [um]	GRT usage, %	vias to the layer above	share of wire (%)
met5	362	1.35	-	0.14
met4	18900	27.9	28	7.3
met2	102000	66.1	3919	40
met1	98900	63.8	28000	38
li1	-	-	26900	-
met3	36800	18.6	940	14
## cells in the mapped netlist (36+ instances only)
| master | n |
|---|---|
| a21oi_1 | 601 |
| inv_1 | 688 |
| clkbuf_1 | 277 |
| nand2_1 | 1019 |
| or2_2 | 49 |
| nand3_1 | 154 |
| o21bai_1 | 50 |
| nor2b_1 | 59 |
| buf_1 | 54 |
| xor2_1 | 179 |
| o21ai_0 | 416 |
| a211oi_1 | 96 |
| and2_1 | 39 |
| and3_1 | 66 |
| ha_1 | 749 |
| nor4_1 | 36 |
| a31oi_1 | 96 |
| o21a_1 | 147 |
| o31ai_1 | 52 |
| nor3_1 | 177 |
| mux2_2 | 36 |
| nor2_1 | 748 |
| xnor2_1 | 298 |
| nand4_1 | 52 |
| or3_1 | 75 |
| a21o_1 | 185 |
| fa_1 | 411 |
| o211ai_1 | 84 |
| nand2b_1 | 63 |
## layout make-up
type,instances,area (um2),share of cell area [%]
Timing Repair Buffer,298,2480,4.36
Multi-Input combinational cell,6552,49200,86.5
Antenna cell,10,25.0,0.0440
Sequential cell,33,661,1.16
Inverter,696,2610,4.59
Clock inverter,2,37.5,0.0660
Tap cell,1391,1740,3.06
Clock buffer,6,139,0.244
## cells by family after synthesis
family | Yosys count | share of synthesized area (%)
simple gates | 2618 | 21.9
buf+inv | 1054 | 7.43
mux | 74 | 1.62
compound gates | 2223 | 27.3
xor+xnor | 477 | 7.77
fa+ha+maj | 1160 | 32.7
flops | 33 | 1.23
## placed cells by master (no fill, tap or decap), drive strengths merged, types with 185 or more instances in the layout
cell type,count
fa,411
nand2,1020
a21o,185
xnor2,298
o21ai,453
buf,204
a21oi,607
inv,689
ha,749
nor2,752
## power groups by stage
| stage | Sequential [uW] | Combinational [uW] | Clock [uW] |
|---|---|---|---|
| after CTS | 9.42 | 690 | 8.16 |
| after global routing | 9.32 | 763 | 8.28 |
| final | 9.48 | 711 | 8.16 |
## worst max path at each step
| stage | endpoint | slack (ns) | depth (start not counted) |
|---|---|---|---|
| after global routing | flip-flop | 110.19 | 288 |
| final | flip-flop | 114.06 | 282 |
| after CTS | flip-flop | 116.79 | 281 |
Power is estimated from default activity; no workload was simulated.
